### design/flow/config.mk
export PLATFORM = sky130hd
export DESIGN_NAME = alu
export DESIGN_NICKNAME = alu
export VERILOG_FILES = /design/flow/design.v
export SDC_FILE = /design/flow/constraint.sdc
export NUM_CORES = 4
export LEC_CHECK = 1
export CORE_UTILIZATION = 30
### design/flow/constraint.sdc
current_design alu

set clk_period 5.2
set clk_io_pct 0.2

create_clock -name clk0 -period $clk_period

set non_clock_inputs [all_inputs -no_clocks]
set_input_delay [expr $clk_period * $clk_io_pct] -clock clk0 $non_clock_inputs
set_output_delay [expr $clk_period * $clk_io_pct] -clock clk0 [all_outputs]
### design/flow/design.v
`timescale 1ns / 1ps
module alu(a,b,op,out);
    parameter add=4'b0000,
              sub=4'b0001,
              mul=4'b0010,
              div=4'b0011,
              or_=4'b0100,
              and_=4'b0101,
              not_=4'b0110,
              increment=4'b0111,
              decrement=4'b1000,
              reduction_or=4'b1001,
              bit_wise_and=4'b1010,
              bit_wise_or=4'b1011,
              bit_wise_xor=4'b1100,
              bit_wise_xnor=4'b1101,
              shift_left=4'b1110,
              shift_right=4'b1111;
    input [3:0]a,b; 
    input [3:0]op;
    output reg [7:0]out;
    always @(*)
        begin
            case(op)
               add:out=a+b;
               sub:out=a-b;
               mul:out=a*b;
               div:out=a/b;
               or_:out=a||b;
               and_:out=a&&b;
               not_:out=!a;
               increment:out=a+1;
               decrement:out=a-1;
               reduction_or:out=|a;
               bit_wise_and:out=a&b;
               bit_wise_or:out=a|b;
               bit_wise_xor:out=a^b;
                bit_wise_xnor:out=~(a^b);
               shift_left:out=a<<1;
               shift_right:out=a>>1;
              endcase
        end
endmodule
### design/flow/run.sh
#!/bin/bash
# OpenROAD 26Q1-2900-gdf79404cd8, Yosys 0.63+post, stock flow scripts
make -C /OpenROAD-flow-scripts/flow DESIGN_CONFIG=/design/flow/config.mk WORK_HOME=/design/flow/orfs finish
==> Changelog: implementation <==
## Flow update

* Combinational group share of total power at around 100%
* FP Util at slightly above 30%
* Pwr/cell area at around 220 mW/mm^2
* Hold Path Class: input port to output pin
* Slew Limit Fails at 0
* Setup crit start kind: input port
* Total power at ~0.0010 W
* DRT antenna net count at 0
* Post-DP HPWL at 6.35 mm
* CP endpoint kind: output pin
* Switching Power at about 0.00043 W
* Crit share post-route at 188%
* Core Area at roughly 0.0087 sq mm
* Switching portion of total power at a little over two fifths
* Ports at 20
* Register area at 0 sq um
* CP peak stage delay at approximately 0.35 ns
* Highest clock rate at 0.102 GHz
* Vias in the first global route at between 3000 and 4000
* Maximum VDD drop at ~0.14 mV
* Most used cell along the critical path: ha_4
* Clk pwr share at 0%
* Final hold vios at 0
* Min cycle time layout at 9.78 ns
* Part of the power in registers at 0%
* Met2 Use GR at 33.5%
* Global route total overflow at 0
* Comb gate area at 0.00288 sq mm
* Port Buffers at 20
* Largest net degree at the start of global routing at 34
* Dominant cell area share at 27.2%
* GRT Util Overall at between 20% and 30%
* DR DRC count at 0
* Vert. Die Dim at between 90 and 100 um
* P_leak at about 2.3 nW
* Post-synth top area cell: ha_1
* Synth area leaders: ha_1 27%, a21oi_1 6.8%, nor2_1 5.3%
* Synthesis Warnings at 1
* Initial antenna violation count at 0
* CP arrival at a little under 9 ns
* Worst setup margin at -4.58 ns
* Failing checks: negative setup slack
* Fillers at about 800
* Total Negative Setup Slacks at -12.53 ns
* WL/cell at ~14 um
* Max-Cap Viols at 0
* Die area at between 0.009 and 0.01 sq mm
* Cell Int Power at 0.000576 W
* Synth Instances at ~370
* Final hold slack at between 2 and 3 ns
* Register area share after synthesis at 0%
* Number of diodes at 0
* M1 GR Usage at 29.5%
* RSZ-0062 raised after global routing: true
* Seq_cells at 0
* Status: finished with violations
* Fraction of layout cells with a size suffix above 1 at 43.7%
* Cell Count, Final, Fillers Out at approximately 640
* Maximum fanout along the worst path at 4
* Worst path slowest cell: or3_1
* Top delay family on crit path: AND-OR/OR-AND gates
* Mapped Area at 0.00267 sq mm
* DRT iter0 DRCs at ~130
* Stage-log warning count at approximately 47
* Die width at just under 100 um
* RD Place Congestion at 0.912
* Standard-cell row count at 34
* Syn avg cell area at roughly 7.2 sq um
* CLK BUF at 0
* DP Cell Count at between 500 and 600
* Pre-antenna DRT Iters at 4
* Worst path required time at around 4.2 ns
* Distinct cells, synth at ~63
* Via count at roughly 3300
* Ys cells at 369
* Util after Layout at between 50 and 60%
* Met3 usage at between 1.5 and 2%
* GRT busiest layer: met2
* Final Setup Violations at 5
* Critical path buffers and inverters at 4
* Setup Crit Path Kind: input port to output pin
* DR vias/cell at approximately 5.1
* Routed wire length at between 9 and 10 mm
* YS chip area at 0.00267 sq mm
* Syn-to-layout area delta at 68.9%
* First-pass GRT wire length at roughly 15 mm
## worst min-delay path: cells and delay by family
kind	cells	cell delay, ns
AND/OR/NAND/NOR	1	0.05
buffers and inverters	3	0.41
AND-OR/OR-AND	2	0.13
multiplexers	1	0.15
## worst paths after layout
path | from | endpoint | slack [ns] | cells past startpoint
hold / removal | b[3] | out[6] | 2.82 | 7
setup / recovery | b[0] | out[0] | -4.58 | 44
## synth_stat cells (6+ instances only)
cell type  number
a21o_1          8
a21oi_1        36
clkbuf_1        7
fa_1            6
ha_1           58
inv_1          31
mux2i_1         6
nand2_1        27
nand3_1         6
nor2_1         38
nor3_1         15
o21a_1          9
o21ai_0        23
xnor2_1        10
xor2_1          9
## power by group through the flow
| stage | combinational [W] | clock, W | sequential (W) |
|---|---|---|---|
| 4_1_cts | 0.000867 | 0 | 0 |
| 5_1_grt | 0.00109 | 0 | 0 |
| 6_report | 0.00100 | 0 | 0 |
## repair_timing
item	in CTS	in global routing
hold buffers	0	0
cloned	0	0
setup buffers	42	20
resized	73	43
endpoints found under the hold margin	0	0
pin swaps	45	47
endpoints found under the setup margin	8	7
## cells by family after synthesis
group                      count (synthesis)  synth area share (%)
AOI/OAI and AO/OA                        117                  28.9
xor gates and xnor gates                  19                  6.24
adders and majority gates                 64                  31.7
buffers and inverters                     42                  6.33
muxes                                     12                  5.07
other                                      1                 0.141
and+or+nand+nor                          114                  21.6
## per-layer routing
metal  wire length [um]  up-vias
met5                  0        -
met4                 67        0
met3                418        9
met2               4180       69
met1               4510     1527
li1                   -     1669
## layout by cell type (no fill, tap or decap), types with 6 or more instances in the layout
cell type,count
ha_4,10
xor2_1,9
nand2_1,23
ha_1,48
nand3_1,6
o21ai_1,7
o21a_1,8
a21oi_1,25
o21ai_2,6
buf_4,136
a21o_1,8
xnor2_1,10
nor3_1,11
clkdlybuf4s50_1,6
mux2i_1,6
a21oi_2,8
o21ai_0,11
inv_1,28
nor2_1,34
buf_6,15
## final cells by class
type | count | share of cell area [%]
inverters | 32 | 2.83
repair buffers | 171 | 30.3
well taps | 108 | 3.00
multi-input cells | 330 | 63.9
## metrics by stage
| stage | area (sq um) | setup slack (ns) |
|---|---|---|
| after floorplan | 2800 | -4.18 |
| after global placement | 3770 | -5.09 |
| after detailed placement | 3770 | -5.31 |
| after CTS | 4210 | -4.49 |
| after global routing | 4500 | -4.97 |
| final | 4500 | -4.58 |
Power and IR drop assume default switching activity.
