File: /design/flow/design.v
`timescale 1ns / 1ps
module even_odd_counter(rst,count,load,clk,mode,data_in);
    input rst,clk,load,mode;
    input [3:0]data_in;
    output reg [3:0]count;
    always @(posedge clk)
        begin
            if(rst)
                count<=4'b0;
            else if(mode==1'b0 && data_in%2==1'b0)
                if(load)
                    count<=data_in;
                else 
                    count<=count+2'd2;
           else if(mode==1'b1 && data_in%2!=1'b0)
                if(load)
                    count<=data_in;
                else 
                    count<=count+2'd2;
          else 
            count<=count;     
        end
endmodule
File: /design/flow/constraint.sdc
current_design even_odd_counter

set clk_period 1.0
set clk_io_pct 0.2

create_clock -name clk0 -period $clk_period [get_ports {clk}]

set non_clock_inputs [all_inputs -no_clocks]
set_input_delay [expr $clk_period * $clk_io_pct] -clock clk0 $non_clock_inputs
set_output_delay [expr $clk_period * $clk_io_pct] -clock clk0 [all_outputs]
File: /design/flow/run.sh
#!/bin/bash
# OpenROAD 26Q1-2900-gdf79404cd8, Yosys 0.63+post, stock flow scripts
make -C /OpenROAD-flow-scripts/flow DESIGN_CONFIG=/design/flow/config.mk WORK_HOME=/design/flow/orfs finish
File: /design/flow/config.mk
export PLATFORM = sky130hd
export DESIGN_NAME = even_odd_counter
export DESIGN_NICKNAME = even_odd_counter
export VERILOG_FILES = /design/flow/design.v
export SDC_FILE = /design/flow/constraint.sdc
export NUM_CORES = 4
export LEC_CHECK = 1
export CORE_AREA = 10 10 70 70
export DIE_AREA = 0 0 80 80
==> changes_impl.md <==
### Implementation results

* Status: finished, violations left
* Failing checks: setup timing
* CTS max path bufs at 2
* PortBufs at 11
* Vias in the first global route at 304
* Top flop regs: count (4)
* Switch Pwr at 152 µW
* Fill cells at roughly 400
* CP max FO at 2
* Pwr dens at between 1000 and 1500 nW/µm²
* H-tree levels at 1
* Slowest cell on crit path: dfxtp_2
* CTS buffer count at 3
* Final setup viols at 4
* Combinational share of power at 0.315
* Crit share post-route at 1.07
* GPL Wtd Cong at 0.741
* Comb. cell area at 153 µm²
* Hold_ws at around 360 ps
* Chip Area at between 6000 and 7000 µm²
* Max Cap Violations at 0
* Post-synth area hogs: dfxtp_1, mux2i_1, xnor2_2, ha_1, nor2_1
* Max_slew headroom at 0.810
* Register bit count reported by yosys at 4
* Synth area leader: dfxtp_1
* Num Clock Sinks at 4
* Fin. Hold Viols at 0
* RSZ-0062 raised after global routing: true
* Post-synthesis average cell area at 8.86 µm²
* CTS Root Cell: clkbuf_4
* Late-Pin Clk Latency at 240 ps
* Core Region at between 3000 and 4000 µm²
* Clock Skew at approximately 3.3 ps
* Clock power share at 0.355
* Largest net degree at the start of global routing at 6
* Detail Route Antenna Nets at 0
* Num rows at 21
* Post-CTS Hold Fix Bufs at 0
* Pint at between 400 and 500 µW
* First-pass GRT wire length at around 1.5 mm
* DIE WIDTH at 80 µm
* DRC errors left at 0
* CP bufs+invs at 1
* Number of flip-flops in the largest register at 4
* Initial Utilization at 0.0648
* Initial antenna violation count at 0
* Hold Crit Class: input pin to register
* Overflow after GRT at 0
* Critical Path AT at ~1200 ps
* Setup crit start kind: register
* Sw frac at 0.262
* Setup TNS at -128 ps
* TritonCTS clock tree: done
* IO Count at 12
* Clock transition at the registers of the reported paths at 40 ps
* Ant. Diodes at 0
* Seq pwr share at 0.331
* DR pass1 iterations at 2
* Tool warnings at 27
* Slew Limit Fails at 0
* Worst VDD drop at 517 µV
* Global Route Usage Sum at 0.0297
* Worst EP required at 1120 ps
* Ratio of cells with drive above 1 in the final layout at 0.447
* Final worst path period need at 1070 ps
* Yosys stat area at 221 µm²
* Mapped cell area at ~220 µm²
* Synth top area share at 0.362
* Die height at 80 µm
* Worst-Margin Slew at about 280 ps
* Total leakage power at ~0.00021 µW
* DR WL/cell at 9.49 µm
* Max Freq at 931 MHz
* P&R area growth vs syn at 127%
* Vias post-DR at 285
* Final worst slack at -73.9 ps
* Crit-path cells: buf_6, ha_4, a22o_1, a32o_1
* Drt first-iter violations at 5
* Vias per cell at 3.06
* Critical path class: register to register
* Post-Syn Instances at 25
* Register Area at 85.1 µm²
* CP max stage delay at 320 ps
* Hpwl dp at 663 µm
* Unique masters post-synth at 17
* Cell count in the Yosys report at 25
* Largest reg by FF count: count
* Synth Warn # at 1
* CP top delay family: AND-OR/OR-AND gates
* Synth Seq Share at 0.362
* Final wirelength at 883 µm
* Kind of end point of the critical path: register
stage by stage:
step	instances	setup WS [ps]	total power, µW	instance area [µm²]	utilization
3_5_place_dp	87	-449	339	429	0.126
4_1_cts	91	-69.3	557	475	0.139
6_report	93	-73.9	579	503	0.147
5_1_grt	93	-120	614	503	0.147
2_1_floorplan	25	4.46	239	221	-
3_3_place_gp	87	-397	331	429	0.126
power by group through the flow:
| stage | Sequential, µW | Clock (µW) | Combinational [µW] |
|---|---|---|---|
| final | 191 | 205 | 182 |
| after CTS | 191 | 211 | 155 |
| after global routing | 193 | 222 | 199 |
path summary, 6_finish.rpt:
check / cells past startpoint / start / end / slack [ps]
min reg2reg: 2 / count[2]$_SDFFE_PP0P_ / count[2]$_SDFFE_PP0P_ / 570
max: 4 / count[1]$_SDFFE_PP0P_ / count[3]$_SDFFE_PP0P_ / -70
min: 3 / data_in[0] / count[0]$_SDFFE_PP0P_ / 360
max reg2reg: 4 / count[1]$_SDFFE_PP0P_ / count[3]$_SDFFE_PP0P_ / -70
cell usage after synthesis:
| master | count |
|---|---|
| a211oi_1 | 1 |
| a21o_1 | 1 |
| a21oi_1 | 2 |
| a22o_1 | 1 |
| a32o_1 | 1 |
| and2_1 | 1 |
| buf_2 | 1 |
| dfxtp_1 | 4 |
| ha_1 | 1 |
| inv_1 | 2 |
| mux2i_1 | 2 |
| nand2_1 | 1 |
| nand3_1 | 1 |
| nor2_1 | 3 |
| o21ai_0 | 1 |
| o21ai_1 | 1 |
| xnor2_2 | 1 |
kinds of logic (layout without fill, tap and decap cells):
logic type                 after synthesis  after routing  share of synthesized area
buffers and inverters                    3             25                     0.0565
and+or+nand+nor                          6              6                      0.119
AOI/OAI and AO/OA                        8              8                      0.243
muxes                                    2              2                     0.0904
xor gates and xnor gates                 1              1                     0.0735
adders and majority gates                1              1                     0.0565
DFF                                      4              4                      0.362
area by class of cell:
type,count,share of cell area
clock buffers,3,0.0448
inverters,2,0.0149
multi-input cells,18,0.303
flip-flops and latches,4,0.169
well taps,46,0.114
repair buffers,20,0.353
placed cells by master, fill, tap and decap left out:
cell type and count:
a211oi_2 1, a21o_1 1, a21oi_1 2, a22o_1 1
a32o_1 1, and2_1 1, buf_4 8, buf_6 1
clkbuf_4 3, clkdlybuf4s15_1 4, clkdlybuf4s50_1 4, dfxtp_2 4
dlygate4sd2_1 3, ha_4 1, inv_1 2, mux2i_1 1
mux2i_2 1, nand2_1 1, nand3_1 1, nor2_1 2
nor2_2 1, o21ai_0 1, o21ai_1 1, xnor2_2 1
worst reg2reg max path, cell delays in order (launching register included):
cell and delay (ps):
dfxtp_2 320, buf_6 120, ha_4 150, a22o_1 180, a32o_1 190
layer usage:
| metal | GRT usage | part of all wire | wire length, µm | up-vias |
|---|---|---|---|---|
| met5 | 0 | 0 | 0 | - |
| met4 | 0 | 0 | 0 | 0 |
| met3 | 0.0148 | 0.092 | 81 | 0 |
| met2 | 0.0353 | 0.30 | 268 | 15 |
| met1 | 0.0474 | 0.60 | 534 | 136 |
| li1 | - | - | - | 134 |
what timing repair did:
item | 4_1_cts | 5_1_grt
resized | 16 | 5
setup endpoints to repair | 8 | 7
pin swaps | 7 | 3
gates cloned | 0 | 0
buffers inserted | 2 | 2
Power and IR drop assume default switching activity.
