==> design.v <==
`timescale 1ns / 1ps
module shift_reg_8(clk,d_in,load,shift,d_out,rst);
    input clk,load,shift,rst;
    input [7:0]d_in;
    output [7:0]d_out;
    reg [7:0] temp;
    always @(posedge clk)
        begin
            if(rst)
                temp<=8'b0;
            else 
                if(load)
                    temp<=d_in;
                else if(shift)
                    temp<=temp<<1'b1;
                else 
                    temp<=temp;
        end
    assign d_out=temp;    
endmodule
==> run.sh <==
#!/bin/bash
# OpenROAD 26Q1-2900-gdf79404cd8, Yosys 0.63+post, stock flow scripts
make -C /OpenROAD-flow-scripts/flow DESIGN_CONFIG=/design/flow/config.mk WORK_HOME=/design/flow/orfs finish
==> config.mk <==
export PLATFORM = sky130hd
export DESIGN_NAME = shift_reg_8
export DESIGN_NICKNAME = shift_reg_8
export VERILOG_FILES = /design/flow/design.v
export SDC_FILE = /design/flow/constraint.sdc
export NUM_CORES = 4
export LEC_CHECK = 1
export CORE_AREA = 10 10 71 71
export DIE_AREA = 0 0 81 81
==> constraint.sdc <==
current_design shift_reg_8

set clk_period 1.7
set clk_io_pct 0.2

create_clock -name clk0 -period $clk_period [get_ports {clk}]

set non_clock_inputs [all_inputs -no_clocks]
set_input_delay [expr $clk_period * $clk_io_pct] -clock clk0 $non_clock_inputs
set_output_delay [expr $clk_period * $clk_io_pct] -clock clk0 [all_outputs]
==> changes_impl.md <==
### Metrics

* Max-slew headroom at 71.05%
* Detail Route Antenna Nets at 0
* Top area cell types: dfxtp_1 43%, mux2i_1 19%, a211oi_1 14%
* Crit Path Max Fanout at 3
* Tightest Hold Check Type: register to register
* Port Buf Inserts at 19
* Yosys chip area at 369.1 um^2
* Syn avg cell area at 10.55 um^2
* Latency at later pin at 0.23 ns
* Top Registers: temp x8
* Area leader share at 43.39%
* Die Ht at 81 um
* Tool warnings at 25
* Root Driver: clkbuf_8
* Largest net degree at the start of global routing at 11
* Crit share post-route at 82.71%
* Crit path DAT at 1.07 ns
* Final setup fails at 0
* Clk_skew at 0.0003555 ns
* Post-DP HPWL at 975.7 um
* CP startpoint kind: register
* RSZ-0062 raised after global routing: false
* Resized Gates After CTS at 0
* Cts hold-fix bufs at 0
* Post-route minimum period at 1.406 ns
* Residual DRC at 0
* Pwr/cell area at 823.6 nW/um^2
* Die Size at 6561 um^2
* GRT Total Usage at 3.797%
* CP top delay family: buffers and inverters
* Cell Area, Synth at 369.1 um^2
* Clock Path Buffers at 2
* Vias per inst at 3.301
* Biggest register: temp
* Seq/Total Area, Yosys at 43.39%
* Num CTS Buffers at 3
* CP Class: register to primary output
* Yosys Instances at 35
* Bufs and invs on worst path at 1
* Worst setup EP type: primary output
* Vias at 340
* WL final at 1.180 mm
* Synthesized registers at 8
* Pins over their slew limit at 0
* Core region area at 3633 um^2
* First-pass GRT wire length at 1.938 mm
* Core Density at Floorplan at 10.16%
* Slew @ Worst Pin at 0.4330 ns
* FILL cells at 424
* GRT overflow at 0
* CTS tree: yes
* Maximum vdd drop at 0.0002468 V
* Setup TNS at 0 ns
* Drt pass-1 iters at 2
* Max H-tree Level at 1
* Vias in the first global route at 392
* Critical-path top delay cell: clkdlybuf4s50_1
* Die Width at 81 um
* Worst path max stage delay at 0.49 ns
* Max Cap Viol at 0
* Max reg flops at 8
* Biggest area consumer among synthesized cells: dfxtp_1
* Distinct cells, synth at 10
* Initial DRC count at 14
* Req. time, crit path at 1.36 ns
* Leakage at 0.2324 nW
* Clk slew on worst S/H paths at 0.04 ns
* DR WL/cell at 11.46 um
* Yosys warnings at 1
* Diodes inserted at 0
* Layout cells sized above 1 at 5.455%
* Initial antenna violation count at 0
* Std cell rows at 22
* Area growth syn-to-layout at 73.22%
* Status: complete, no violations
* Final Hold Fails at 0
* Max Clk Rate at 711.2 MHz
* Crit-path cells: clkdlybuf4s50_1
* Clk sinks at 8
* Total power at 0.5266 mW
* Mapped Cells at 35
* Post-CTS Setup Inserts at 0
* RePlAce Congestion at 0.7279
* I/O Pins at 20
==> placed cells by master, fill, tap and decap left out <==
master,instances
clkdlybuf4s50_1,19
dfxtp_1,8
mux2i_1,7
nor2b_1,7
a211oi_1,7
clkbuf_8,3
inv_1,1
nand2_1,1
or3b_1,1
a21oi_1,1
==> cell type report <==
cell class,count,area [um^2],share of cell area [%]
Timing Repair Buffer,19,190.2,29.75
Multi-Input combinational cell,24,183.9,28.77
Sequential cell,8,160.2,25.05
Tap cell,48,60.06,9.393
Clock buffer,3,41.29,6.458
Inverter,1,3.754,0.5871
==> path summary, 6_finish.rpt <==
check | startpoint | to | slack (ns) | cells after the start
setup / recovery | temp[2] | d_out[2] | 0.29 | 1
setup reg to reg | temp[0] | temp[0] | 0.79 | 2
hold / removal | temp[7] | temp[7] | 0.56 | 2
hold reg to reg | temp[7] | temp[7] | 0.56 | 2
==> metrics by stage <==
step           area (um^2)  hold WS (ns)  cells  utilization, %  setup WS [ns]
4_1_cts              639.4        0.5690    103           17.60         0.2730
5_1_grt              639.4        0.6042    103           17.60         0.2385
6_report             639.4        0.5623    103           17.60         0.2939
3_5_place_dp         598.1        0.5647    100           16.46        0.06647
3_3_place_gp         598.1        0.5656    100           16.46         0.1097
2_1_floorplan        369.1        0.4760     35               -         0.7122
==> cells by family after synthesis <==
kind of cell	share of synthesized area, %
flops	43.39
buf+inv	6.779
mux	18.98
compound gates	15.59
simple gates	15.25
==> routing by layer <==
metal | vias up | GRT usage (%) | wire length, um | part of all wire (%)
li1 | 166 | - | - | -
met1 | 162 | 3.510 | 417 | 35
met2 | 10 | 7.006 | 642 | 54
met3 | 2 | 2.561 | 114 | 9.7
met4 | 0 | 0.3460 | 6 | 0.51
met5 | - | 0 | 0 | 0
==> cell usage after synthesis (all sizes together) <==
| cell type | instances |
|---|---|
| mux2i | 7 |
| clkdlybuf4s18 | 1 |
| dfxtp | 8 |
| or3b | 1 |
| inv | 1 |
| a211oi | 7 |
| buf | 1 |
| a21oi | 1 |
| nand2 | 1 |
| nor2b | 7 |
==> power by group <==
| group | total (mW) | internal, mW | switching, mW |
|---|---|---|---|
| logic | 0.0864 | 0.0602 | 0.0262 |
| clock network | 0.228 | 0.153 | 0.0748 |
| registers | 0.212 | 0.202 | 0.00996 |
| total | 0.527 | 0.416 | 0.111 |
No activity file was given, so power comes from the tool's default toggle rates.
